**config.mk**
```make
export PLATFORM = sky130hd
export DESIGN_NAME = sec_dec
export DESIGN_NICKNAME = sec_dec
export VERILOG_FILES = /design/flow/design.v
export SDC_FILE = /design/flow/constraint.sdc
export NUM_CORES = 4
export LEC_CHECK = 1
export CORE_AREA = 10 10 70 70
export DIE_AREA = 0 0 80 80
```
**constraint.sdc**
```tcl
current_design sec_dec

set clk_period 1.0
set clk_io_pct 0.2

create_clock -name clk0 -period $clk_period

set non_clock_inputs [all_inputs -no_clocks]
set_input_delay [expr $clk_period * $clk_io_pct] -clock clk0 $non_clock_inputs
set_output_delay [expr $clk_period * $clk_io_pct] -clock clk0 [all_outputs]
```
**design.v**
```verilog
module sec_dec (
    num,
    a_g
);
    input[3:0] num;
    output[6:0] a_g;  
    reg[6:0] a_g;
    always @(num) begin
        case (num)
            4'd0: begin a_g <= 7'b111_1110; end
            4'd1: begin a_g <= 7'b011_0000; end
            4'd2: begin a_g <= 7'b110_1101; end
            4'd3: begin a_g <= 7'b111_1001; end
            4'd4: begin a_g <= 7'b011_0011; end
            4'd5: begin a_g <= 7'b101_1011; end
            4'd6: begin a_g <= 7'b101_1111; end
            4'd7: begin a_g <= 7'b111_0000; end
            4'd8: begin a_g <= 7'b111_1111; end
            4'd9: begin a_g <= 7'b111_1011; end
            default: begin a_g <= 7'b000_0001; end  
        endcase
    end
endmodule
```
**run.sh**
```bash
#!/bin/bash
# OpenROAD 26Q1-2900-gdf79404cd8, Yosys 0.63+post, stock flow scripts
make -C /OpenROAD-flow-scripts/flow DESIGN_CONFIG=/design/flow/config.mk WORK_HOME=/design/flow/orfs finish
```
==> reports/qor.yml <==
status: "finished with violations"
violations: "setup timing"
drive_gt1_frac: 0.714
grt_usage: 0.0196
ys_types: 14
cp-startpoint: "num[1]"
synth_warnings: 1
cp.arrival_ns: 1.02
die_y_um: 80
rows: 21
endpoint: "a_g[3]"
start_kind: "input port"
regArea_um2: 0
fillers: 392
max_stage_delay_ns: 0.27
via_per_inst: 2.81
max_freq_mhz: 819
antenna_found_initial: 0
finalClockPeriodUsage: 1.22
setup_viol: 7
holdCritStartpoint: "num[2]"
avgRoutedWirePerCell_um: 7.68
die_x_um: 80
port_buffers: 11
grt_setup_unrepaired: "true"
powerDensity_nw_per_um2: 345
syn_area_um2: 228
grt_pass1_wl_um: 1080
grt_pass1_vias: 246
drcViolationCount: 0
syn_inst: 29
ys_area_um2: 228
cp-end-kind: "primary output"
cp_max_fo: 5
timing.final.ws_setup_ns: -0.221
final_antenna_net_count: 0
dp_slack_ns: -1.05
ys_seq_frac: 0
ys_cells: 29
routed_wl_um: 730
dr.pass1.iters: 2
cp_top_family: "buffers and inverters"
initial_core_util: 0.0667
globalplace.congestion: 0.671
peakVddDrop_v: 0.0000582
cap_violations: 0
areaGrowthSynthToFinish_pct: 119
hold_buffers: 0
hp-class: "in2out"
flops: 0
crit_top_cell: "buf_6"
utilization: 0.146
cp_num_buf_inv: 4
core_area_um2: 3420
crit_type: "in2out"
logic_area_um2: 249
ios: 11
final.setup.tns_ns: -1.10
hpwl_um: 549
worst_slew_pin_slew_ns: 0.118
overflow: 0
cp.required_ns: 0.80
hold_viol: 0
grt_max_degree: 7
insertedDiodeCount: 0
clkbuf_count: 0
synth_area_per_cell_um2: 7.85
die-area_um2: 6400
p_leak_nw: 0.218
dr_total_vias: 267
slew_headroom: 0.921
lay_top_cells: "buf_2, buf_6, buf_4"
cp_num_cells: 6
cp_slowest_cell: "mux2_4"
log.warning_count: 39
finalMaxSlewViolations: 0
cp_cell_sequence: "buf_6 > buf_6 > buf_6 > mux2_4 > o22ai_2 > buf_2"
layout_top_cell: "buf_2"
drtIter0Drc: 10
finalCriticalPeriod_ns: 1.22
==> cells by family after synthesis <==
kind of cell             share of synthesized area
AND/OR/NAND/NOR                              0.154
adder cells (fa/ha/maj)                      0.330
multiplexers                                0.0494
buffers and inverters                        0.181
AND-OR/OR-AND                                0.286
==> power by group <==
part	switching (mW)	internal, mW	leakage [nW]
clock network	0	0	0
logic	0.0695	0.103	0.218
registers	0	0	0
==> how the worst min path moves through the flow <==
stage / end / cells after the start
after CTS: a_g[2] / 4
after global routing: a_g[2] / 4
final: a_g[2] / 4
==> Yosys cell counts (all sizes together) <==
library cell / count / area, um^2
a21o: 2 / 15.0
a22oi: 1 / 12.5
buf: 2 / 22.5
ha: 6 / 75.1
inv: 5 / 18.8
mux2: 1 / 11.3
nand2: 1 / 3.75
nand2b: 1 / 6.26
nor2: 1 / 3.75
nor2b: 2 / 12.5
o21ai: 2 / 10.0
o22ai: 3 / 18.8
o31a: 1 / 8.76
or2: 1 / 8.76
==> through the flow <==
stage | cell area (um^2) | instances | power [mW] | hold WS, ns
CTS | 474 | 95 | 0.161 | 0.820
detailed placement | 403 | 88 | 0.144 | 1.50
floorplan | 228 | 29 | 0.0608 | 0.514
finish | 499 | 95 | 0.172 | 0.777
global placement | 403 | 88 | 0.142 | 1.50
global route | 499 | 95 | 0.192 | 0.810
==> area by class of cell <==
class | count | area share
inverters | 5 | 0.0426
multi-input cells | 22 | 0.499
well taps | 46 | 0.115
repair buffers | 22 | 0.343
==> worst min-delay path: stages <==
cell	delay [ns]
buf_2	0.10
buf_6	0.11
o22ai_1	0.05
buf_2	0.12
==> timing repair <==
| action | CTS | global route |
|---|---|---|
| pin swaps | 5 | 4 |
| gates resized | 57 | 7 |
| setup buffers | 7 | 0 |
| endpoints found under the hold margin | 0 | 0 |
| endpoints found under the setup margin | 7 | 7 |
==> routing by layer <==
layer | GRT usage | vias to the layer above | wire length [um]
li1 | - | 139 | -
met1 | 0.0244 | 125 | 292
met2 | 0.0369 | 3 | 408
met3 | 0.00227 | 0 | 29
met4 | 0 | 0 | 0
met5 | 0 | - | 0
Power and IR drop assume default switching activity.
